File: /design/flow/run.sh
#!/bin/bash
# OpenROAD 26Q1-2900-gdf79404cd8, Yosys 0.63+post, stock flow scripts
make -C /OpenROAD-flow-scripts/flow DESIGN_CONFIG=/design/flow/config.mk WORK_HOME=/design/flow/orfs finish
File: /design/flow/config.mk
export PLATFORM = sky130hd
export DESIGN_NAME = mux8
export DESIGN_NICKNAME = mux8
export VERILOG_FILES = /design/flow/design.v
export SDC_FILE = /design/flow/constraint.sdc
export NUM_CORES = 4
export LEC_CHECK = 1
export CORE_AREA = 10 10 70 70
export DIE_AREA = 0 0 80 80
File: /design/flow/constraint.sdc
current_design mux8

set clk_period 1.7
set clk_io_pct 0.2

create_clock -name clk0 -period $clk_period

set non_clock_inputs [all_inputs -no_clocks]
set_input_delay [expr $clk_period * $clk_io_pct] -clock clk0 $non_clock_inputs
set_output_delay [expr $clk_period * $clk_io_pct] -clock clk0 [all_outputs]
File: /design/flow/design.v
module mux2 #(parameter WIDTH = 8)
             (d0, d1,
              s, y);
    input  [WIDTH-1:0] d0, d1;
    input              s;
    output [WIDTH-1:0] y;
    assign y = ( s == 1'b1 ) ? d1:d0;
endmodule
module mux4 #(parameter WIDTH = 8)
             (d0, d1, d2, d3,
              s, y);
    input  [WIDTH-1:0] d0, d1, d2, d3;
    input  [1:0] s;
    output [WIDTH-1:0] y;
    reg [WIDTH-1:0] y_r;
    always @( * ) begin
        case ( s )
            2'b00: y_r = d0;
            2'b01: y_r = d1;
            2'b10: y_r = d2;
            2'b11: y_r = d3;
            default: ;
        endcase
    end  
    assign y = y_r;
endmodule
module mux8 #(parameter WIDTH = 8)
             (d0, d1, d2, d3,
              d4, d5, d6, d7,
              s, y);
    input  [WIDTH-1:0] d0, d1, d2, d3;
    input  [WIDTH-1:0] d4, d5, d6, d7;
    input  [2:0]       s;
    output [WIDTH-1:0] y;
    reg [WIDTH-1:0] y_r;
    always @( * ) begin
        case ( s )
            3'd0: y_r = d0;
            3'd1: y_r = d1;
            3'd2: y_r = d2;
            3'd3: y_r = d3;
            3'd4: y_r = d4;
            3'd5: y_r = d5;
            3'd6: y_r = d6;
            3'd7: y_r = d7;
            default: ;
        endcase
    end  
    assign y = y_r;
endmodule
module mux16 #(parameter WIDTH = 8)
             (d0, d1, d2, d3,
              d4, d5, d6, d7,
              d8, d9, d10, d11,
              d12, d13, d14, d15,
              s, y);
    input [WIDTH-1:0] d0, d1, d2, d3;
    input [WIDTH-1:0] d4, d5, d6, d7;
    input [WIDTH-1:0] d8, d9, d10, d11;
    input [WIDTH-1:0] d12, d13, d14, d15;
    input [3:0] s;
    output [WIDTH-1:0] y;
    reg [WIDTH-1:0] y_r;
    always @( * ) begin
        case ( s )
            4'd0:  y_r = d0;
            4'd1:  y_r = d1;
            4'd2:  y_r = d2;
            4'd3:  y_r = d3;
            4'd4:  y_r = d4;
            4'd5:  y_r = d5;
            4'd6:  y_r = d6;
            4'd7:  y_r = d7;
            4'd8:  y_r = d8;
            4'd9:  y_r = d9;
            4'd10: y_r = d10;
            4'd11: y_r = d11;
            4'd12: y_r = d12;
            4'd13: y_r = d13;
            4'd14: y_r = d14;
            4'd15: y_r = d15;
            default: ;
        endcase
    end  
    assign y = y_r;
endmodule
==> flow_summary.json <==
{
  "hold_class": "input port to primary output",
  "ff_count": 0,
  "arrival_ns": 1.52,
  "place_inst": 161,
  "dieArea_um2": 6400,
  "die_width_um": 80,
  "grt_pass1_vias": 836,
  "setup_viol": 8,
  "grt-ovfl-total": 0,
  "cp-end-kind": "primary output",
  "crit_required_ns": 1.36,
  "finalCritPeriodShare_pct": 109,
  "drv_cap": 0,
  "placed_cell_area_um2": 1410,
  "worst_pin_slew_ns": 0.251,
  "p_leak_nw": 0.671,
  "mostFrequentLayoutCell": "dlygate4sd2_1",
  "diodes": 0,
  "fin_area_um2": 1420,
  "final_util_pct": 41.6,
  "num_rows": 21,
  "layout_top_cells": "dlygate4sd2_1 (59), mux4_2 (14), mux2_4 (7), clkdlybuf4s50_1 (6), buf_6 (6)",
  "fmax_mhz": 538,
  "ant_nets": 0,
  "irDropWorstVdd_v": 0.0000875,
  "warning_count": 34,
  "syn_area_um2": 568,
  "rsz0062_at_grt": "yes",
  "ys_chip_area_um2": 568,
  "violations": "setup timing",
  "finalWirelength_um": 2840,
  "max_slew_margin_pct": 83.3,
  "routabilityCongestion": 0.738,
  "antenna_found_initial": 0,
  "vias": 700,
  "final.fill_count": 383,
  "synth.avg_cell_area_um2": 14.6,
  "yosysCellCount": 39,
  "cts_hold_buf": 0,
  "coreArea_um2": 3420,
  "drc": 0,
  "outcome": "finished, violations left",
  "ff_latch_area_um2": 0,
  "critPathMaxFanout": 4,
  "port_buffers": 75,
  "io_pins": 75,
  "hold_viol": 0,
  "hold_ws_ns": 1.26,
  "track_usage_pct": 8.88,
  "fin_ws_ns": -0.159,
  "die_h_um": 80,
  "ys_seq_share_pct": 0,
  "fp_util_pct": 16.6,
  "dp.final_hpwl_um": 2260,
  "maxSlewViolCount": 0,
  "grt_max_degree": 10,
  "grt_pass1_wl_um": 4530,
  "first_pass_iters": 2,
  "synthDistinctLibCells": 17,
  "num-clock-buffers": 0,
  "instances_no_fill": 167,
  "critical_path_class": "input port to primary output",
  "netlist_instances": 39,
  "vias_per_cell": 4.19,
  "routedWlPerCell_um": 17.0,
  "critPathLaunchType": "input port",
  "drtIter0Drc": 18,
  "area_growth_pct": 150,
  "ys_warn_count": 1,
  "post-route-min-period_ns": 1.86,
  "pwr_density_cell_nw_per_um2": 234,
  "drive_gt1_share_pct": 36.4
}
-- cell usage after synthesis --
| master | number | share of area, % |
|---|---|---|
| a211oi_1 | 1 | 1.3 |
| a2bb2oi_1 | 1 | 1.5 |
| a31oi_1 | 1 | 1.1 |
| buf_2 | 2 | 1.8 |
| buf_6 | 2 | 4.0 |
| clkbuf_1 | 1 | 0.66 |
| inv_1 | 1 | 0.66 |
| mux2_2 | 7 | 14 |
| mux2i_1 | 3 | 5.3 |
| mux4_1 | 12 | 56 |
| mux4_2 | 2 | 7.9 |
| nand2_1 | 1 | 0.66 |
| nand2b_1 | 1 | 1.1 |
| nor3_1 | 1 | 0.88 |
| o21ai_0 | 1 | 0.88 |
| o22ai_1 | 1 | 1.1 |
| or4b_1 | 1 | 1.8 |
-- routing by layer --
metal  track usage (%)  vias up  routed length, um
li1                  -      341                  -
met1              12.4      317               1250
met2              13.6       42               1300
met3              3.30        0                290
met4                 0        0                  0
met5                 0        -                  0
-- worst max-delay path, stage by stage --
cell,delay (ns)
buf_8,0.09
buf_16,0.11
buf_8,0.11
mux4_2,0.48
mux2_4,0.27
buf_2,0.11
-- cell families (layout without fill, tap and decap cells) --
group / after synthesis / in the layout / synth area share, %
simple gates: 4 / 4 / 4.40
compound gates: 5 / 5 / 5.95
buf+inv: 6 / 88 / 7.05
mux: 24 / 24 / 82.6
-- through the flow --
stage | setup WS [ns] | setup TNS, ns | total power, mW
finish | -0.159 | -0.895 | 0.332
global route | -0.217 | -1.26 | 0.359
CTS | -0.174 | -0.998 | 0.339
detailed placement | -0.912 | -7.17 | 0.329
global placement | -0.905 | -7.08 | 0.326
floorplan | 0.121 | 0 | 0.106
-- worst paths after layout --
| check | from | end | slack (ns) | cells past startpoint |
|---|---|---|---|---|
| setup / recovery | s[0] | y[0] | -0.16 | 6 |
| hold / removal | d4[2] | y[2] | 1.26 | 5 |
-- area by class of cell --
class	count	area [um2]	area share (%)
tap	46	57.6	4.05
inverter	1	3.75	0.264
multi-input combinational	33	514	36.1
timing repair buffer	87	847	59.5
-- what timing repair did --
item                                    in CTS  in global routing
endpoints found under the setup margin       8                  8
gates cloned                                 2                  0
pin swaps                                    2                  0
gates resized                              126                  0
buffers inserted                             4                  0
-- power breakdown --
| group | internal [mW] | leakage, nW | switching [mW] |
|---|---|---|---|
| combinational | 0.249 | 0.671 | 0.0838 |
| clock | 0 | 0 | 0 |
| sequential | 0 | 0 | 0 |
| total | 0.249 | 0.671 | 0.0838 |
Power and IR drop assume default switching activity.
